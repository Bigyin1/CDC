==> flow/config.mk <==
export PLATFORM = sky130hd
export DESIGN_NAME = fifo_async2
export DESIGN_NICKNAME = fifo_async2
export VERILOG_FILES = /design/flow/design.v
export SDC_FILE = /design/flow/constraint.sdc
export NUM_CORES = 4
export LEC_CHECK = 1
export CORE_UTILIZATION = 40
==> flow/constraint.sdc <==
current_design fifo_async2

set clk_period 8.8
set clk_io_pct 0.2

create_clock -name clk0 -period $clk_period [get_ports {r_clk}]
create_clock -name clk1 -period $clk_period [get_ports {w_clk}]

set non_clock_inputs [all_inputs -no_clocks]
set_input_delay [expr $clk_period * $clk_io_pct] -clock clk0 $non_clock_inputs
set_output_delay [expr $clk_period * $clk_io_pct] -clock clk0 [all_outputs]
==> flow/run.sh <==
#!/bin/bash
# OpenROAD 26Q1-2900-gdf79404cd8, Yosys 0.63+post, stock flow scripts
make -C /OpenROAD-flow-scripts/flow DESIGN_CONFIG=/design/flow/config.mk WORK_HOME=/design/flow/orfs finish
==> flow/design.v <==
module sync2 #(
    parameter SIZE = 4
) (
    input clk,
    input n_rst,
    input  [SIZE-1:0] i_ctrl,
    output [SIZE-1:0] o_ctrl
);
  logic [SIZE-1:0] sync2_r1;
  logic [SIZE-1:0] sync2_r2;
  always_ff @(posedge clk or negedge n_rst) begin
    if (!n_rst)
        {sync2_r2, sync2_r1} <= 0;
    else
        {sync2_r2, sync2_r1} <= {sync2_r1, i_ctrl};
  end
  assign o_ctrl = sync2_r2;
endmodule
module fifo_async2 #(
    parameter WIDTH = 32,
    parameter DEPTH = 8
) (
    input              w_clk,
    input              w_rst,
    input  [WIDTH-1:0] w_data,
    input              push,
    output             w_full,
    input              r_clk,
    input              r_rst,
    output [WIDTH-1:0] r_data,
    input              pop,
    output             r_empty
);
  localparam ADDRSIZE = $clog2(DEPTH);
  logic [  ADDRSIZE:0] r_gray;
  logic [ADDRSIZE-1:0] r_memaddr;
  gray_counter #(
      .SIZE(ADDRSIZE)
  ) r_counter (
      .clk  (r_clk),
      .n_rst(r_rst),
      .inc  (pop & !r_empty),
      .gray_cnt(r_gray),
      .bin_cnt (r_memaddr)
  );
  logic [  ADDRSIZE:0] w_gray;
  logic [ADDRSIZE-1:0] w_memaddr;
  gray_counter #(
      .SIZE(ADDRSIZE)
  ) w_counter (
      .clk  (w_clk),
      .n_rst(w_rst),
      .inc  (push & !w_full),
      .gray_cnt(w_gray),
      .bin_cnt (w_memaddr)
  );
  logic [ADDRSIZE:0] sync2_w_gray;
  logic [ADDRSIZE:0] sync2_r_gray;
  sync2 #(
      .SIZE(ADDRSIZE + 1)
  ) sync2_w2r (
      .clk(r_clk),
      .n_rst(r_rst),
      .i_ctrl(w_gray),
      .o_ctrl(sync2_w_gray)
  );
  sync2 #(
      .SIZE(ADDRSIZE + 1)
  ) sync2_r2w (
      .clk(w_clk),
      .n_rst(w_rst),
      .i_ctrl(r_gray),
      .o_ctrl(sync2_r_gray)
  );
  assign r_empty = (sync2_w_gray == r_gray);
  assign w_full = ( (w_gray[ADDRSIZE]       !=  sync2_r_gray[ADDRSIZE] ) &&
                    (w_gray[ADDRSIZE-1]     !=  sync2_r_gray[ADDRSIZE-1]) &&
                    (w_gray[ADDRSIZE-2:0]   ==  sync2_r_gray[ADDRSIZE-2:0]) );
  logic [WIDTH - 1:0] data[0:DEPTH - 1];
  always_ff @(posedge w_clk)
    if (push & !w_full)
        data[w_memaddr] <= w_data;
  assign r_data = data[r_memaddr];
endmodule
module gray_counter #(
    parameter SIZE = 4
) (
    input clk,
    input n_rst,
    input inc,
    output [  SIZE:0] gray_cnt,
    output [SIZE-1:0] bin_cnt
);
  reg [SIZE:0] rbin;
  reg [SIZE:0] rgray;
  assign bin_cnt  = rbin[SIZE-1:0];
  assign gray_cnt = rgray;
  wire [SIZE:0] rgray_next, rbin_next;
  assign rbin_next  = rbin + inc;
  assign rgray_next = (rbin_next >> 1) ^ rbin_next;
  always @(posedge clk or negedge n_rst)
    if (!n_rst) {rbin, rgray} <= 0;
    else {rbin, rgray} <= {rbin_next, rgray_next};
endmodule
==> results.sh <==
# yosys + openroad results
export IMPL_worstPathRequired_ns=7.04
export IMPL_hold_violations=0
export IMPL_powerDensity_nw_per_um2=330
export IMPL_grt_pass1_vias=5372
export IMPL_area_leaders="edfxtp_1 70%, mux4_1 13%, dfrtp_1 6.8%"
export IMPL_hold_class="reg -> reg"
export IMPL_ys_seq_share_pct=76.5
export IMPL_comb_area_um2=2610
export IMPL_yosysMostFrequentCell="edfxtp_1"
export IMPL_grtUsageMet2_pct=24.2
export IMPL_track_usage_pct=15.7
export IMPL_wl_um=19400
export IMPL_syn_to_final_growth_pct=19.8
export IMPL_cts_repair_resized=0
export IMPL_cts_tree="built"
export IMPL_ys_area_um2=11000
export IMPL_die_area_um2=28200
export IMPL_startpoint="r_counter.rbin[0]"
export IMPL_io_pins=72
export IMPL_fin_util_pct=48.9
export IMPL_maxCapViolCount=0
export IMPL_dieHeight_um=168
export IMPL_total_power_mw=4.35
export IMPL_rsz0062_at_grt="false"
export IMPL_grt_pass1_wl_um=30100
export IMPL_largest_area_cell="edfxtp_1"
export IMPL_gr_max_usage_layer="met2"
export IMPL_vias=4851
export IMPL_first_pass_iters=4
export IMPL_vias_per_cell=5.32
export IMPL_syn_inst=452
export IMPL_worst_slack_ns=4.06
export IMPL_antenna_found_initial=1
export IMPL_syn_area_um2=11000
export IMPL_ys_warn_count=3
export IMPL_ys_cells=452
export IMPL_grt_max_degree=36
export IMPL_crit_path_end="r_data[9]"
export IMPL_tightest_slew_ns=0.753
export IMPL_crit_type="reg -> out"
export IMPL_ys_flop_type="edfxtp_1"
export IMPL_reg2regPathDepth=3
export IMPL_die_w_um=168
export IMPL_path_cells="buf_4, mux4_1, mux2_2, clkdlybuf4s50_1"
export IMPL_cp_arrival_ns=2.98
export IMPL_setup_viol=0
export IMPL_fp_row_count=60
export IMPL_nFillCells=2144
export IMPL_end_kind="output port"
export IMPL_port_buffers=70
export IMPL_yosys_cell_types_count=23
export IMPL_drc=0
export IMPL_grt_use_met3_pct=10.0
export IMPL_r2r_start="w_counter.rbin[1]"
export IMPL_warning_count=26
export IMPL_async_flop_share_pct=10.5
export IMPL_drive_gt1_share_pct=18.6
export IMPL_ys_ff=286
export IMPL_cts_clk_slew_worst_paths_ns=0.05
export IMPL_critPathLaunchType="register"
export IMPL_final_setup_tns_ns=0
export IMPL_wl_per_cell_um=21.3
export IMPL_fp_util_pct=40.8
export IMPL_drtAntennaViolNets=0
export IMPL_relSlewSlack_pct=49.8
export IMPL_cp_max_fo=34
export IMPL_reg2reg_slack_ns=6.65
export IMPL_worst_ir_drop_vdd_v=0.000191
export IMPL_n_antenna_cell=0
export IMPL_slowest_delay_ns=0.77
export IMPL_preCtsSetupSlack_ns=4.25
export IMPL_top_area_share_pct=69.7
export IMPL_edf_count=256
export IMPL_core_area_um2=27000
export IMPL_r2r_end="data[0][5]"
export IMPL_postCtsSetupBuffers=0
export IMPL_slew_violations=0
export IMPL_grtUsageMet1_pct=20.0
export IMPL_grt_ovfl_total=0
export IMPL_gp_congestion=0.744
export IMPL_drt_iter0_drc=254
export IMPL_cpMaxStageDelayCell="dfrtp_4"
export IMPL_seq_area_um2=8440
export IMPL_postCtsHoldBufs=0
export IMPL_skew_ns=0.0224
export IMPL_synthTopCellsByCount="256 x edfxtp_1, 56 x mux4_1, 32 x mux2_2, 30 x dfrtp_1, 12 x xor2_1"
export IMPL_run_status="finished clean"
export IMPL_syn_area_per_cell_um2=24.4
export IMPL_dp_hpwl_um=10300
export IMPL_power_leakage_nw=4.40
export IMPL_clock_sinks=286
-- placed cells by master, fill, tap and decap left out, drive strengths merged --
| cell type | count |
|---|---|
| mux4 | 64 |
| nand4 | 1 |
| o41a | 1 |
| ha | 4 |
| nand3 | 2 |
| nand4b | 3 |
| and4 | 1 |
| a21boi | 2 |
| xor2 | 12 |
| nor4 | 1 |
| bufinv | 1 |
| dfrtp | 30 |
| clkbuf | 40 |
| clkdlybuf4s50 | 70 |
| edfxtp | 256 |
| a41oi | 9 |
| clkinv | 12 |
| buf | 15 |
| xnor2 | 8 |
| clkinvlp | 1 |
| nand4bb | 3 |
| or4b | 1 |
| inv | 1 |
| mux2 | 32 |
-- sequential cells by signal (all words and copies together), names as in the netlist --
| name | cells |
|---|---|
| data | 256 |
| r_counter.rbin | 4 |
| sync2_r2w.sync2_r1 | 4 |
| sync2_r2w.sync2_r2 | 4 |
| sync2_w2r.sync2_r1 | 4 |
| sync2_w2r.sync2_r2 | 4 |
| w_counter.rbin | 4 |
| r_counter.rgray | 3 |
| w_counter.rgray | 3 |
-- through the flow --
stage,std cells,hold WS [ns],area [um2]
4_1_cts,911,0.104,13200
5_1_grt,911,0.110,13200
6_report,911,0.124,13200
2_1_floorplan,452,0.331,11000
3_5_place_dp,857,0.336,12300
3_3_place_gp,857,0.334,12300
-- worst max-delay path, delay by kind of cell, from the launching register on --
| family | cells | cell delay (ns) |
|---|---|---|
| mux | 2 | 0.91 |
| flops | 1 | 0.77 |
| buf+inv | 2 | 1.01 |
-- worst min-delay path by stage --
stage | from | to | slack [ns] | depth (start not counted)
after CTS | r_counter.rgray[0] | sync2_r2w.sync2_r1[0] | 0.10 | 0
after global routing | r_counter.rgray[0] | sync2_r2w.sync2_r1[0] | 0.11 | 0
final | r_counter.rgray[0] | sync2_r2w.sync2_r1[0] | 0.12 | 0
-- routing by layer --
metal  vias up  wire length (um)
met5         -                 9
met1      2402              7010
li1       2163                 -
met3        34              2410
met2       250              9610
met4         2               401
-- area by class of cell --
class                   count  share of cell area (%)
clock buffers              40                    6.13
clock inverters            14                   0.758
inverters                   1                  0.0284
multi-input cells         144                    19.8
flip-flops and latches    286                    63.9
well taps                 341                    3.23
repair buffers             85                    6.16
-- cells by family after synthesis --
group | Yosys count | synth area share [%]
xor gates and xnor gates | 20 | 1.59
AOI/OAI and AO/OA | 12 | 0.953
DFF | 286 | 76.5
and+or+nand+nor | 12 | 0.920
adders and majority gates | 4 | 0.454
buffers and inverters | 22 | 1.28
muxes | 96 | 18.3
-- report_power, final --
group	internal (mW)	switching [mW]
Clock	0.672	0.466
Sequential	1.75	0.145
Combinational	0.735	0.579
Total	3.16	1.19
